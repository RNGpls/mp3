===== ./config.mk =====
export PLATFORM = sky130hd
export DESIGN_NAME = mux4
export DESIGN_NICKNAME = mux4
export VERILOG_FILES = /design/flow/design.v
export SDC_FILE = /design/flow/constraint.sdc
export NUM_CORES = 4
export LEC_CHECK = 1
export CORE_AREA = 10 10 72 72
export DIE_AREA = 0 0 82 82

===== ./constraint.sdc =====
current_design mux4

set clk_period 1.9
set clk_io_pct 0.2

create_clock -name clk0 -period $clk_period

set non_clock_inputs [all_inputs -no_clocks]
set_input_delay [expr $clk_period * $clk_io_pct] -clock clk0 $non_clock_inputs
set_output_delay [expr $clk_period * $clk_io_pct] -clock clk0 [all_outputs]

===== ./design.v =====
package lc3b_types;
typedef logic [15:0] lc3b_word;
typedef logic  [7:0] lc3b_byte;
typedef logic [10:0] lc3b_offset11;
typedef logic [8:0] lc3b_offset9;
typedef logic [5:0] lc3b_offset6;
typedef logic [4:0] lc3b_imm5;
typedef logic [3:0] lc3b_imm4;
typedef logic [7:0] lc3b_trapvect8 ;
typedef logic  [2:0] lc3b_reg;
typedef logic  [2:0] lc3b_nzp;
typedef logic  [1:0] lc3b_mem_wmask;
typedef enum bit [3:0] {
    op_add  = 4'b0001,
    op_and  = 4'b0101,
    op_br   = 4'b0000,
    op_jmp  = 4'b1100,    
    op_jsr  = 4'b0100,    
    op_ldb  = 4'b0010,
    op_ldi  = 4'b1010,
    op_ldr  = 4'b0110,
    op_lea  = 4'b1110,
    op_not  = 4'b1001,
    op_rti  = 4'b1000,
    op_shf  = 4'b1101,
    op_stb  = 4'b0011,
    op_sti  = 4'b1011,
    op_str  = 4'b0111,
    op_trap = 4'b1111
} lc3b_opcode;
typedef enum bit [3:0] {
    alu_add,
    alu_and,
    alu_not,
    alu_pass,
    alu_sll,
    alu_srl,
    alu_sra
} lc3b_aluop;
typedef struct packed {
    logic sr2mux_sel;
    lc3b_aluop aluop;
    logic [2:0] alumux_sela;
    logic [2:0] alumux_selb;
    logic mem_read;
    logic mem_write;
    logic [2:0] wdatamux_sel;
    lc3b_mem_wmask mem_byte_enable;
    logic load_mdr;
    logic tempRegLoad;  
    logic [2:0] regfilemux_sel;
    logic load_regfile;
    logic load_cc;
    logic jumpSignal;
    logic backUpPC;
    logic isTrap;
    logic forcedNOP;
} lc3b_control_word;
endpackage : lc3b_types
module mux4 #(parameter width = 16)
(
	input logic [1:0] sel,
	input [width-1:0] a, b, c, d,
	output logic [width-1:0] f
);
always_comb
begin
	if (sel == 2'b00)
		f = a;
	else if(sel == 2'b01)
		f = b;
	else if(sel == 2'b10)
		f = c;
	else
		f = d;
end
endmodule : mux4

===== ./run.sh =====
#!/bin/bash
# OpenROAD 26Q1-2900-gdf79404cd8, Yosys 0.63+post, stock flow scripts
make -C /OpenROAD-flow-scripts/flow DESIGN_CONFIG=/design/flow/config.mk WORK_HOME=/design/flow/orfs finish

==> results.sh <==
# implementation run metrics
export IMPL_port_buffers=82
export IMPL_gp_congestion=0.837
export IMPL_top_area_frac=0.531
export IMPL_crit_fanout=1
export IMPL_critPathLaunchType="input port"
export IMPL_path_class="in2out"
export IMPL_viasPerCell=3.99
export IMPL_ff_latch_area_sq_um=0
export IMPL_arrival_ns=1.49
export IMPL_ff_count=0
export IMPL_cp_required_ns=1.52
export IMPL_tool_warnings=32
export IMPL_finish_utilization=0.355
export IMPL_nFillCells=372
export IMPL_max_freq_mhz=534
export IMPL_power_density_nw_per_um2=207
export IMPL_grt_max_degree=8
export IMPL_crit_family="buffers and inverters"
export IMPL_wl_per_cell_um=18.2
export IMPL_cp_slowest_cell="mux4_2"
export IMPL_relSlewSlack=0.892
export IMPL_lay_top_count="clkdlybuf4s50_1"
export IMPL_n_clock_buffer=0
export IMPL_grtUsageTotal=0.0809
export IMPL_leakagePower_uw=0.000511
export IMPL_synth_area_sq_um=424
export IMPL_first_global_vias=739
export IMPL_ys_cells=20
export IMPL_hpwl_mm=2.49
export IMPL_worstPathCellList="clkdlybuf4s50_1, mux4_2, dlygate4sd2_1"
export IMPL_setup_viol=0
export IMPL_fin_crit_sh=0.986
export IMPL_status="finished, final reports clean"
export IMPL_ios=82
export IMPL_tightestPinTransition_ns=0.162
export IMPL_layout_drive_gt1_share=0.221
export IMPL_ys_seq_share=0
export IMPL_initCoreUtil=0.115
export IMPL_pre_cts_slack_ns=-0.578
export IMPL_first_iter_violations=2
export IMPL_fin_crit_ns=1.87
export IMPL_wirelength_mm=2.77
export IMPL_rsz0062_at_grt="false"
export IMPL_rows=22
export IMPL_syn_to_final_growth_pct=209
export IMPL_ys_chip_area_sq_um=424
export IMPL_syn_area_per_cell_sq_um=21.2
export IMPL_netlist_instances=20
export IMPL_antenna_found_initial=0
export IMPL_ys_warnings_count=1
export IMPL_irDropWorstVdd_mv=0.0884
export IMPL_final_cell_mix="clkdlybuf4s50_1, mux4_2, dlygate4sd2_1, clkdlybuf4s15_1, buf_4"
export IMPL_crit_buf_inv=2
export IMPL_cts_hold_buf=0
export IMPL_ant_nets=0
export IMPL_drt_pass1_iter_count=2
export IMPL_grt_ovfl_total=0
export IMPL_grt_first_pass_wirelength_mm=4.06
export IMPL_vias=606
export IMPL_finalHoldViolCount=0
export IMPL_maxCapViolations=0
export IMPL_dieHeight_um=82
export IMPL_drc=0
export IMPL_largest_area_cell="mux4_2"
export IMPL_core_sq_um=3690
export IMPL_fin_ws_ns=0.0274
export IMPL_topCellsByArea="mux4_2, mux4_1, buf_12"
export IMPL_cts_setup_buffers=0
export IMPL_drv_slew=0
export IMPL_cpPeakStageDelay_ns=0.45
export IMPL_num_antenna_cells=0
export IMPL_critPathCaptureType="output pin"
export IMPL_hold_class="in2out"
export IMPL_dieArea_sq_um=6720
export IMPL_yosysUniqueCellTypes=5
export IMPL_dieWidth_um=82
[final timing paths]
kind                  from    to  slack, ns  depth (start not counted)
worst max-delay path  d[8]  f[8]       0.03                          3
worst min-delay path  d[9]  f[9]       1.26                          3
[synth_stat cells (all sizes together)]
library cell and n:
buf 4, mux4 16
[per-layer routing]
layer	up-vias	GRT usage	wire length, um
met5	-	0	0
met4	0	0	0
li1	275	-	-
met3	0	0.0617	627
met1	267	0.0863	950
met2	64	0.134	1190
[where the power goes]
group	switching (uW)	internal [uW]	total [uW]	leakage [uW]
combinational	55.3	216	271	0.000511
clock	0	0	0	0
sequential	0	0	0	0
[metrics by stage]
| stage | setup TNS [ns] | total power (uW) | hold slack (ns) | std cells | instance area [sq um] |
|---|---|---|---|---|---|
| after floorplan | 0 | 71.1 | 0.919 | 20 | 424 |
| after global placement | -8.32 | 287 | 1.88 | 150 | 1310 |
| after detailed placement | -8.43 | 287 | 1.88 | 150 | 1310 |
| after CTS | 0 | 276 | 1.42 | 152 | 1310 |
| after global routing | 0 | 292 | 1.29 | 152 | 1310 |
| final | 0 | 271 | 1.26 | 152 | 1310 |
[what timing repair did]
action,CTS,global route
setup endpoints to repair,16,10
gates resized,36,11
gates cloned,2,0
[cell families (layout without fill, tap and decap cells)]
family | count (synthesis) | count (layout) | share of synthesized area
buffers and inverters | 4 | 88 | 0.0973
muxes | 16 | 16 | 0.903
[layout make-up]
class                      instances  area, sq um  area share
timing repair buffer              88          883       0.674
multi-input combinational         16          368       0.281
tap                               48         60.1      0.0458
Power and IR drop assume default switching activity.
