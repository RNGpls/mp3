File: design/flow/design.v
package lc3b_types;
typedef logic [15:0] lc3b_word;
typedef logic  [7:0] lc3b_byte;
typedef logic [10:0] lc3b_offset11;
typedef logic [8:0] lc3b_offset9;
typedef logic [5:0] lc3b_offset6;
typedef logic [4:0] lc3b_imm5;
typedef logic [3:0] lc3b_imm4;
typedef logic [7:0] lc3b_trapvect8 ;
typedef logic  [2:0] lc3b_reg;
typedef logic  [2:0] lc3b_nzp;
typedef logic  [1:0] lc3b_mem_wmask;
typedef enum bit [3:0] {
    op_add  = 4'b0001,
    op_and  = 4'b0101,
    op_br   = 4'b0000,
    op_jmp  = 4'b1100,    
    op_jsr  = 4'b0100,    
    op_ldb  = 4'b0010,
    op_ldi  = 4'b1010,
    op_ldr  = 4'b0110,
    op_lea  = 4'b1110,
    op_not  = 4'b1001,
    op_rti  = 4'b1000,
    op_shf  = 4'b1101,
    op_stb  = 4'b0011,
    op_sti  = 4'b1011,
    op_str  = 4'b0111,
    op_trap = 4'b1111
} lc3b_opcode;
typedef enum bit [3:0] {
    alu_add,
    alu_and,
    alu_not,
    alu_pass,
    alu_sll,
    alu_srl,
    alu_sra
} lc3b_aluop;
typedef struct packed {
    logic sr2mux_sel;
    lc3b_aluop aluop;
    logic [2:0] alumux_sela;
    logic [2:0] alumux_selb;
    logic mem_read;
    logic mem_write;
    logic [2:0] wdatamux_sel;
    lc3b_mem_wmask mem_byte_enable;
    logic load_mdr;
    logic tempRegLoad;  
    logic [2:0] regfilemux_sel;
    logic load_regfile;
    logic load_cc;
    logic jumpSignal;
    logic backUpPC;
    logic isTrap;
    logic forcedNOP;
} lc3b_control_word;
endpackage : lc3b_types
module mux5 #(parameter width = 16)
(
	input logic [2:0] sel,
	input [width-1:0] a, b, c, d, e,
	output logic [width-1:0] f
);
always_comb
begin
	if (sel == 2'b00)
		f = a;
	else if(sel == 2'b01)
		f = b;
	else if(sel == 2'b10)
		f = c;
	else if(sel == 2'b11)
		f = d;
	else
		f = e;
end
endmodule : mux5
File: design/flow/config.mk
export PLATFORM = sky130hd
export DESIGN_NAME = mux5
export DESIGN_NICKNAME = mux5
export VERILOG_FILES = /design/flow/design.v
export SDC_FILE = /design/flow/constraint.sdc
export NUM_CORES = 4
export LEC_CHECK = 1
export CORE_AREA = 10 10 72 72
export DIE_AREA = 0 0 82 82
File: design/flow/constraint.sdc
current_design mux5

set clk_period 7.4
set clk_io_pct 0.2

create_clock -name clk0 -period $clk_period

set non_clock_inputs [all_inputs -no_clocks]
set_input_delay [expr $clk_period * $clk_io_pct] -clock clk0 $non_clock_inputs
set_output_delay [expr $clk_period * $clk_io_pct] -clock clk0 [all_outputs]
File: design/flow/run.sh
#!/bin/bash
# OpenROAD 26Q1-2900-gdf79404cd8, Yosys 0.63+post, stock flow scripts
make -C /OpenROAD-flow-scripts/flow DESIGN_CONFIG=/design/flow/config.mk WORK_HOME=/design/flow/orfs finish
==> job_summary.md <==
## Implementation flow summary

| Metric | Value |
|---|---|
| Total grt overflow | 0 |
| Startpoint Class | primary input |
| RSZ-0062 raised after global routing | no |
| VDD IR-drop max | approximately 22 µV |
| Postcts setup bufs | 0 |
| Final Hold Viols | 0 |
| Wire length of the first global-routing pass | 5.34 mm |
| DR WL met3 | ~650 µm |
| Syn_area_per_cell | between 7 and 8 µm² |
| Synth warn | 1 |
| Mapped Cells | between 70 and 80 |
| Post-DRT Antenna Nets | 0 |
| Post-route design area | between 1500 and 2000 µm² |
| Ant diodes | 0 |
| I/O Buffers | a little under 100 |
| Flops | 0 |
| # clk buffers | 0 |
| Worst Path Arrival | around 3800 ps |
| Seq. cell area | 0 µm² |
| Total global-route track usage | 0.100 |
| HP Start | a[15] |
| Total vias in the final route | a little over 1,000 |
| Worst hold path class | primary input to output port |
| Initial core utilization | 0.165 |
| DR iter-0 viols | 13 |
| Gpl congestion | roughly 0.84 |
| Yosys stat area | approximately 610 µm² |
| Adder Area Share | 0 |
| Distinct lib cells | 12 |
| Placed cell area | 1580 µm² |
| Worst Path Class, Setup | primary input to output port |
| Num ports | a little under 100 |
| Share of layout cells above drive strength 1 | 0.0240 |
| Hold buffer count at cts | 0 |
| Hold path cells | 4 |
| Worst-Margin Slew | between 700 and 800 ps |
| Post-synthesis sequential area ratio | 0 |
| Synth Area in XOR/XNOR | 0 |
| Hold Path Sink | f[15] |
| DP Cell Count | around 220 |
| DRC violations left | 0 |
| Final period util | 0.712 |
| Setup TNS | 0 ps |
| Final HPWL from detailed placement | between 3 and 4 mm |
| Slew Viols, Final | 0 |
| Max_slew headroom | 0.479 |
| Crit end category | output port |
| Yosys Instances | about 77 |
| Die height | 82 µm |
| Final Non-Filler Cells | between 200 and 250 |
| Initial DRT Pass Iterations | 4 |
| FILL cells | between 300 and 400 |
| Area grow syn2layout | 160% |
| Die width | around 80 µm |
| Initial antenna violation count | 0 |
| Routed met1 length | approximately 1.4 mm |
| Worst Path Required | slightly below 6000 ps |
| Status | finished, final reports clean |
| Vias in the first global route | between 1,000 and 1,500 |
| Top sig layer | met3 |
| Core box area | about 3700 µm² |
| Met2 WL | between 1.5 and 2 mm |
| Avg Vias per Cell | ~4.7 |
| Drt wl/cell | ~17 µm |
| Netlist Area Pre-Place | ~610 µm² |
| Max-cap viol count | 0 |
| Yosys aoi share | 0.429 |
| Max Freq | between 150 and 200 MHz |
| Comb area | 522 µm² |
| CP max FO | 19 |
| PwrDens | ~55 nW/µm² |
| WL final | about 3.7 mm |
| Tool Warnings | 32 |
| # setup viols final | 0 |
| Die area | between 6000 and 7000 µm² |
| Mux frac, synth | 0.264 |
| Simple share | 0.167 |
| Leak pwr | ~0.55 nW |
| Largest net degree at the start of global routing | 21 |
| Dominant comb cell | AND-OR/OR-AND gates |
| Number of core rows | 22 |
| Fin crit period | between 5000 and 6000 ps |
| Cts repair resizes | 0 |
## cell usage after synthesis, drive strengths merged
cell	n	area share
a32oi	16	0.23
mux2i	16	0.26
nand2	16	0.099
o211ai	16	0.20
buf	8	0.13
clkbuf	2	0.014
nand2b	1	0.023
nor2	1	0.019
nor3	1	0.027
## cell families after synthesis
logic type / after synthesis
AND-OR/OR-AND: 32
buffers and inverters: 10
multiplexers: 16
AND/OR/NAND/NOR: 19
## metal layers
metal / global-route usage / vias up
li1: - / 503
met1: 0.114 / 429
met2: 0.172 / 75
met3: 0.0551 / 0
met4: 0 / 0
met5: 0 / -
## how the worst max path moves through the flow
stage                    to   start  slack [ps]  cells past startpoint
final                 f[14]  sel[2]        2130                      5
after CTS             f[14]  sel[2]        2100                      5
after global routing  f[14]  sel[2]        1940                      5
## power breakdown
group          switching (mW)  total, mW  internal (mW)
clock network               0          0              0
registers                   0          0              0
logic                  0.0239     0.0877         0.0637
## per-stage QoR
step / power [mW] / hold slack (ps) / worst slack, ps / utilization
final: 0.0877 / 3900 / 2130 / 0.428
after global routing: 0.0952 / 3920 / 1940 / 0.428
after CTS: 0.0892 / 3910 / 2100 / 0.428
after detailed placement: 0.0887 / 3900 / 2110 / 0.428
after global placement: 0.0885 / 3910 / 2130 / 0.428
after floorplan: 0.0254 / 3030 / 3790 / -
## cells in the final DEF, fill, tap and decap left out
cell type	Yosys	routed
clkdlybuf4s50_1	0	99
mux2i_1	16	16
a32oi_1	16	16
nand2_1	16	16
o211ai_1	16	16
nand2b_4	1	1
nor2_4	1	1
nor3_4	1	1
buf_4	2	1
## cell type report
class                           instances  area share
Timing Repair Buffer                  100       0.632
Multi-Input combinational cell         67       0.330
Tap cell                               48      0.0380
## critical path, stage by stage
cell and delay (ps):
clkdlybuf4s50_1 800, nor3_4 760, nand2_1 140, o211ai_1 110, clkdlybuf4s50_1 490
Power figures rest on the tool's default switching activity, not on a simulated workload.
