$ cat design/flow/constraint.sdc
current_design mux3

set clk_period 1.9
set clk_io_pct 0.2

create_clock -name clk0 -period $clk_period

set non_clock_inputs [all_inputs -no_clocks]
set_input_delay [expr $clk_period * $clk_io_pct] -clock clk0 $non_clock_inputs
set_output_delay [expr $clk_period * $clk_io_pct] -clock clk0 [all_outputs]
$ cat design/flow/config.mk
export PLATFORM = sky130hd
export DESIGN_NAME = mux3
export DESIGN_NICKNAME = mux3
export VERILOG_FILES = /design/flow/design.v
export SDC_FILE = /design/flow/constraint.sdc
export NUM_CORES = 4
export LEC_CHECK = 1
export CORE_AREA = 10 10 70 70
export DIE_AREA = 0 0 80 80
$ cat design/flow/run.sh
#!/bin/bash
# OpenROAD 26Q1-2900-gdf79404cd8, Yosys 0.63+post, stock flow scripts
make -C /OpenROAD-flow-scripts/flow DESIGN_CONFIG=/design/flow/config.mk WORK_HOME=/design/flow/orfs finish
$ cat design/flow/design.v
package lc3b_types;
typedef logic [15:0] lc3b_word;
typedef logic  [7:0] lc3b_byte;
typedef logic [10:0] lc3b_offset11;
typedef logic [8:0] lc3b_offset9;
typedef logic [5:0] lc3b_offset6;
typedef logic [4:0] lc3b_imm5;
typedef logic [3:0] lc3b_imm4;
typedef logic [7:0] lc3b_trapvect8 ;
typedef logic  [2:0] lc3b_reg;
typedef logic  [2:0] lc3b_nzp;
typedef logic  [1:0] lc3b_mem_wmask;
typedef enum bit [3:0] {
    op_add  = 4'b0001,
    op_and  = 4'b0101,
    op_br   = 4'b0000,
    op_jmp  = 4'b1100,    
    op_jsr  = 4'b0100,    
    op_ldb  = 4'b0010,
    op_ldi  = 4'b1010,
    op_ldr  = 4'b0110,
    op_lea  = 4'b1110,
    op_not  = 4'b1001,
    op_rti  = 4'b1000,
    op_shf  = 4'b1101,
    op_stb  = 4'b0011,
    op_sti  = 4'b1011,
    op_str  = 4'b0111,
    op_trap = 4'b1111
} lc3b_opcode;
typedef enum bit [3:0] {
    alu_add,
    alu_and,
    alu_not,
    alu_pass,
    alu_sll,
    alu_srl,
    alu_sra
} lc3b_aluop;
typedef struct packed {
    logic sr2mux_sel;
    lc3b_aluop aluop;
    logic [2:0] alumux_sela;
    logic [2:0] alumux_selb;
    logic mem_read;
    logic mem_write;
    logic [2:0] wdatamux_sel;
    lc3b_mem_wmask mem_byte_enable;
    logic load_mdr;
    logic tempRegLoad;  
    logic [2:0] regfilemux_sel;
    logic load_regfile;
    logic load_cc;
    logic jumpSignal;
    logic backUpPC;
    logic isTrap;
    logic forcedNOP;
} lc3b_control_word;
endpackage : lc3b_types
module mux3 #(parameter width = 16)
(
	input logic [1:0] sel,
	input [width-1:0] a, b, c,
	output logic [width-1:0] f
);
always_comb
begin
	if (sel == 2'b00)
		f = a;
	else if(sel == 2'b01)
		f = b;
	else
		f = c;
end
endmodule : mux3
==> out/results.tsv <==
stage	metric	value	unit
final_layout	regArea	0	µm²
final_layout	fill_cells	360	
routing	ant_nets	0	
routing	vias	614	
job	warnings	33	
floorplanning	fp_util	10.07	%
final_layout	lay_top_count	clkdlybuf4s50_1	
setup_path	arrival	1240	ps
setup_path	worstPathRequired	1520	ps
global_routing	grt_pass1_wl	3346	µm
global_routing	grt_max_degree	15	
floorplanning	coreArea	3416	µm²
final_layout	final_area	1107	µm²
placement	dp_cells	163	
floorplanning	die_width	80	µm
routing	num_antenna_cells	0	
sta	worst_pin_slew	133.8	ps
job	drv_cap	0	
setup_path	critPathTopFamily	buffers and inverters	
synth	yosys_area	344.1	µm²
global_routing	antenna_found_initial	0	
floorplanning	chip_area	6400	µm²
routing	route.detailed.drc	0	
setup_path	slowest_stage	clkdlybuf4s50_1	
sta	post-route-min-period	1622	ps
setup_path	cp_max_fo	1	
final_layout	stdcell_count	165	
sta	setup_violations	0	
routing	via_per_inst	3.721	
status	status	completed	
routing	routedWlPerCell	13.93	µm
synth	ys_cells	53	
setup_path	slowest_delay	460	ps
final_layout	design.seq.count	0	
global_routing	grt_overflow	0	
global_routing	grt_usage	6.257	%
floorplanning	ios	66	
pwr	leakage	0.5630	nW
hold_path	min_path_cells	5	
sta	max_freq	616.6	MHz
setup_path	path_cells	clkdlybuf4s50_1, mux2i_1, o21ai_1, dlygate4sd2_1	
placement	placed_area	1054	µm²
placement	place_congestion	0.7934	
sta	whs	1348	ps
clocking	cts_setup_buffers	0	
sta	setup_tns	0	ps
synth	yosys_warnings	1	
sta	finalCritPeriodShare	85.35	%
sta	final-hold-violation-count	0	
pwr	vdd_drop_max	45.63	µV
synth	synth_area_per_cell	6.492	µm²
placement	hpwl	1787	µm
global_routing	grt_pass1_vias	617	
final_layout	final_layout_size_suffix_gt1_share	5.042	%
hold_path	hp-class	in -> out	
setup_path	path_class	in -> out	
routing	dr.pass1.iters	4	
pwr	power	0.2191	mW
routing	drt-initial-drc-count	26	
synth	synth.distinct_cells	8	
setup_path	cp-end-kind	output port	
sta	slew_viol_final	0	
setup_path	critical_path_buf_inv_count	2	
final_layout	final.clkbuf_count	0	
floorplanning	die_h	80	µm
placement	port_buffers	66	
hold_path	min_to	f[11]	
final_layout	lay_top_cells	48 x clkdlybuf4s50_1, 16 x mux2i_1, 16 x nand2_1, 16 x o21ai_1, 10 x dlymetal6s2s_1	
sta	rsz0062_at_grt	no	
final_layout	synthToLayoutAreaGrowth	221.8	%
synth	synth_cells	53	
floorplanning	rows	21	
clocking	holdBufCountCts	0	
sta	slew_headroom	90.82	%
synth	syn_area	344.1	µm²
pwr	power_per_cell_area	197.9	nW/µm²
routing	finalWirelength	2298	µm
synth	ys_seq_share	0	%
setup_path	worstSetupStartpointType	primary input	
hold_path	holdCritStartpoint	sel[0]	
[worst min-delay path: cells and delay by family]
kind | cells | cell delay [ps]
AOI/OAI and AO/OA | 1 | 110
muxes | 1 | 70
buffers and inverters | 3 | 410
[metrics by stage]
step | utilization [%] | worst slack [ps]
2_1_floorplan | - | 669.2
3_3_place_gp | 30.84 | -270.0
3_5_place_dp | 30.84 | -296.9
4_1_cts | 31.87 | -39.93
5_1_grt | 32.42 | 181.5
6_report | 32.42 | 278.3
[logic make-up after synthesis]
| family | synth area share (%) |
|---|---|
| muxes | 46.54 |
| AOI/OAI and AO/OA | 23.27 |
| buffers and inverters | 12.73 |
| and+or+nand+nor | 17.46 |
[power breakdown]
part | leakage (nW) | switching [mW] | internal [mW] | total [mW]
clock | 0 | 0 | 0 | 0
sequential | 0 | 0 | 0 | 0
combinational | 0.563 | 0.0573 | 0.162 | 0.219
total | 0.563 | 0.0573 | 0.162 | 0.219
[worst max-delay path by stage]
stage | startpoint | to | slack (ps) | cells after the start
5_1_grt | b[2] | f[2] | 180 | 4
6_report | b[4] | f[4] | 280 | 4
4_1_cts | sel[0] | f[15] | -40 | 5
[per-layer routing]
layer | GRT usage [%] | part of all wire, % | vias to the layer above
li1 | - | - | 320
met1 | 7.779 | 44 | 264
met2 | 11.16 | 50 | 30
met3 | 1.591 | 6.7 | 0
met4 | 0 | 0 | 0
met5 | 0 | 0 | -
[area by class of cell]
class | instances | area, µm² | share of cell area [%]
Timing Repair Buffer | 71 | 749.5 | 67.68
Multi-Input combinational cell | 48 | 300.3 | 27.12
Tap cell | 46 | 57.56 | 5.198
[cell usage after synthesis]
| cell type | instances | area share [%] |
|---|---|---|
| mux2i_1 | 16 | 47 |
| nand2_1 | 16 | 17 |
| o21ai_1 | 10 | 15 |
| o21ai_0 | 6 | 8.7 |
| clkbuf_1 | 2 | 2.2 |
| buf_12 | 1 | 5.8 |
| buf_2 | 1 | 1.5 |
| buf_6 | 1 | 3.3 |
[repair_timing]
item,in CTS,in global routing
gates resized,19,13
gates cloned,2,0
pin swaps,1,8
setup endpoints to repair,16,10
Power is estimated from default activity; no workload was simulated.
